==> design/flow/design.v <==
module decodificador(input wire [2:0] tiempo, output wire [7:0] t);
assign t=1<<tiempo;
endmodule
module generador(input wire clk, reset, output wire [7:0] t);
reg [2:0] tiempo;
always @ (posedge clk, posedge reset)
  if (reset)
    tiempo <= 3'b000;
  else
    tiempo <= tiempo + 1;
decodificador dc(tiempo, t);
endmodule
module uc_cableada(input wire q0, start, clk, output wire CargaQ, DesplazaQ, ResetA, CargaA, Fin);
wire [7:0] out_t;
generador gt(clk, start, out_t);
assign CargaQ = out_t[0];
assign DesplazaQ = (out_t[2] | out_t[4]);
assign ResetA = out_t[0];
assign CargaA = (q0 & (out_t[1] | out_t[3] | out_t[5]));
assign Fin = out_t[6];
endmodule
==> design/flow/run.sh <==
#!/bin/bash
# OpenROAD 26Q1-2900-gdf79404cd8, Yosys 0.63+post, stock flow scripts
make -C /OpenROAD-flow-scripts/flow DESIGN_CONFIG=/design/flow/config.mk WORK_HOME=/design/flow/orfs finish
==> design/flow/config.mk <==
export PLATFORM = sky130hd
export DESIGN_NAME = uc_cableada
export DESIGN_NICKNAME = uc_cableada
export VERILOG_FILES = /design/flow/design.v
export SDC_FILE = /design/flow/constraint.sdc
export NUM_CORES = 4
export LEC_CHECK = 1
export CORE_AREA = 10 10 70 70
export DIE_AREA = 0 0 80 80
==> design/flow/constraint.sdc <==
current_design uc_cableada

set clk_period 1.0
set clk_io_pct 0.2

create_clock -name clk0 -period $clk_period [get_ports {clk}]

set non_clock_inputs [all_inputs -no_clocks]
set_input_delay [expr $clk_period * $clk_io_pct] -clock clk0 $non_clock_inputs
set_output_delay [expr $clk_period * $clk_io_pct] -clock clk0 [all_outputs]
==> summary.txt <==
Latest figures from synthesis and place and route.

Global routing used 1.74% of the available tracks. The final-layout setup total negative slack is -2040 ps. Setup slack on the worst path after placement came out at -534 ps. The detail route stage leaves a number of antenna-violating nets equal to 0.

The count of boundary I/O pins is 8. The placeable core region is 3420 um^2. The worst-case hold slack is 154 ps. The maximum cell stage delay along the critical path is 400 ps. According to the dpl log, the detail-placed design has an HPWL of 354 um. The tree is rooted in a clkbuf_4. The final reports fail on setup timing. Once the floorplan was initialized, standard cells occupied 5.75% of the core. The analysis attributes to cell leakage a power of 0.188 nW. Walking the worst path, the cells encountered are buf_6 > ha_4 > mux2_2 > buf_2. The number of global-route vias before repair is 206. The script parses the final routing iteration and logs DRC violations as 0. Endpoints with negative setup slack in the final report add up to 6. For this run, the chip area from Yosys synthesis comes to 196 um^2.

The number of buffers inserted during clock tree synthesis is 3. The number of max-slew violations in the final report is 0. The data arrival time reported for the critical path is 1260 ps. The largest registers in the layout are gt.tiempo: 3 flops. Detailed-route iteration 0 reported a violation count of 5.

The final antenna diode count is 0. The number of buffers and inverters on the critical path is 2. The final weighted congestion recorded by global placement is 0.673. The design draws 342 uW.

The placement stage leaves a total instance area of 352 um^2. The maximum net fanout on the critical path is 3. The total length of routed wires is 479 um. The number of sinks handled by clock tree synthesis is 3. Per the detail_route report, vias per standard cell equal 2.03. In this design, the largest share of critical-path delay is due to flip-flops. Setup repair after global routing could not meet its margin everywhere. The headroom to the max-slew limit is 87.2%. The clock input transition at the sequential cells of the worst setup and hold paths is 40 ps. The mapped netlist covers 196 um^2. The worst-margin pin slew is 192 ps.

The final worst slack is -462 ps. The cell with the biggest individual delay on the critical path is dfrtp_1. More flip-flops sit in one register than any other, and that register is gt.tiempo. The largest net degree at the start of global routing is 6. The CTS H-tree depth is 1. The flip-flop count of the largest register after layout is 3. The start-to-end type of the worst setup path is reg -> out. The count of buffers added on input and output ports is 7.

After technology mapping, the gate count stands at 17. The area growth from synthesis to layout is 115%. The fraction of the core area covered by cells at the end of the flow is 12.4%. The maximum buffer depth of the clock tree is 2. Of the available clock period, the critical path in the final layout requires 146%. The startpoint class of the critical path is a flop.

The number of buffers added to fix hold violations after cts is 0. The share of the Yosys chip area taken by registers is 38.2%. The overall overflow remaining after global route is 0. Subtracting the final worst setup slack from the clock period gives 1460 ps. The number of antenna violations at the first check in global routing came to 0. The fraction of final layout cells sized beyond drive strength 1 is 70.6%. The critical path capture point type is an output port.

The total via count after detailed routing is 162. The critical path required time is 800 ps. Per the detail_route report, routed wire per instance is 5.99 um. The number of hold violations in the final report is 0. The floorplan step defined a die boundary enclosing 6400 um^2.

At the later pin of the worst-skew pair, clock insertion delay measures 230 ps. A synthesized cell averages 11.6 um^2. The iteration count recorded for the first detailed-route pass is 3. In this run the vertical extent of the chip is 80 um. In this run the horizontal extent of the chip is 80 um.

The count of standard-cell rows is 21. With fillers left out, the area of the finished cells amounts to 423 um^2. TritonCTS built the clock tree. The number of warnings printed during yosys synthesis is 1. Counting distinct cell types in the post-synthesis netlist gives 10.

The synth_stat.txt file lists the number of cells as 17. The maximum clock skew at final layout is 1.78 ps. The first global-routing pass estimated 848 um of wire.

The power density over the cells is 809 nW/um^2. The number of storage elements in the synthesis netlist is 3. The flow ran to the end, but the final reports show violations. Once layout is complete, the cells apart from fillers number 80. The worst min-delay path class is in -> async. The maximum operating frequency is 684 MHz.

The logs give a warning total of 31. The number of cells in the design after placement is 72. The max-cap violation count is 0. Looking at the VDD voltage map, the peak drop is 0.000116 V.
-- synthesized netlist by cell type, drive strengths merged --
cell type | instances | area [um^2]
and2 | 1 | 7.51
inv | 3 | 11.3
mux2i | 1 | 10.0
dfrtp | 3 | 75.1
ha | 4 | 50.1
and2b | 1 | 8.76
nor2b | 1 | 6.26
buf | 1 | 7.51
xor2 | 1 | 8.76
mux2 | 1 | 11.3
-- cells in the final DEF (no fill, tap or decap), types with 2 or more instances in the layout --
cell type | netlist | routed
clkbuf_4 | 0 | 3
buf_6 | 0 | 3
clkdlybuf4s50_1 | 0 | 2
dfrtp_1 | 3 | 3
inv_2 | 0 | 2
ha_4 | 0 | 3
buf_2 | 0 | 5
buf_4 | 1 | 4
-- metal layers --
layer,wire [um],GRT usage [%]
met1,187,1.73
met5,0,0
met2,182,2.33
met4,0,0.880
met3,109,1.70
-- area by class of cell --
type | count | area, um^2
clock buffer | 4 | 26.3
tap | 46 | 57.6
multi-input combinational | 10 | 144
sequential | 3 | 75.1
fill | 397 | 2990
timing repair buffer | 14 | 109
inverter | 3 | 11.3
-- report_power, final --
group | internal, mW | total [mW] | switching (mW)
Sequential | 0.122 | 0.122 | 0
Clock | 0.149 | 0.210 | 0.0602
Combinational | 0.00752 | 0.0106 | 0.00311
Total | 0.279 | 0.342 | 0.0633
-- worst paths after layout --
kind,start,to,slack [ps],cells past startpoint
min,start,gt.tiempo[0],150,2
max reg2reg,gt.tiempo[0],gt.tiempo[2],-110,4
min in group clk0,gt.tiempo[1],gt.tiempo[1],640,2
max,gt.tiempo[1],DesplazaQ,-460,4
max in group asynchronous,start,gt.tiempo[1],720,2
min reg2reg,gt.tiempo[1],gt.tiempo[1],640,2
-- what timing repair did --
action,CTS,global route
setup buffers,4,0
gates cloned,0,0
pin swaps,1,0
gates resized,23,1
endpoints found under the setup margin,6,6
-- kinds of logic (layout without fill, tap and decap cells) --
| logic type | Yosys count | after routing | share of synthesized area (%) |
|---|---|---|---|
| adders and majority gates | 4 | 4 | 25.5 |
| buffers and inverters | 4 | 21 | 9.56 |
| DFF | 3 | 3 | 38.2 |
| and+or+nand+nor | 3 | 3 | 11.5 |
| muxes | 2 | 2 | 10.8 |
| xor gates and xnor gates | 1 | 1 | 4.46 |
Power figures rest on the tool's default switching activity, not on a simulated workload.
